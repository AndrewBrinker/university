==> /design/flow/design.v <==
module Registers (
        input wire clock, issue,
        input wire [4:0]  A_address,
                          B_address,
                          dest,
        input wire [31:0] In_data,
        input wire [5:0]  In_source,
                          RS_calculating_value,
        input wire write,
        output reg [31:0] A_out,
                          B_out,
        output reg A_invalid,
                   B_invalid
    );
    parameter not_redirected = 0;
    parameter true           = 1'b1;
    parameter false          = 1'b0;
    parameter num_of_regs    = 32;
    reg [31:0] reg_file    [31:0];
    reg  [5:0] redirection [31:0];
    integer i;
    initial begin
        for(i = 0; i < num_of_regs; i = i + 1) begin
                reg_file[i] = i;
                redirection[i] = not_redirected;
        end
    end
    always @ (negedge clock) begin
        if (issue) begin
            if (redirection[A_address] == not_redirected) begin
                A_out = reg_file[A_address];
                A_invalid = false;
            end
            else begin
                A_out = redirection[A_address];
                A_invalid = true;
            end
            if (redirection[B_address] == not_redirected) begin
                B_out = reg_file[B_address];
                B_invalid = false;
            end
            else begin
                B_out = redirection[B_address];
                B_invalid = true;
            end
            redirection[dest] = RS_calculating_value;
        end
    end
    always @ (posedge clock) begin
        if (write) begin
            for (i = 0; i < num_of_regs; i = i + 1) begin
                if (redirection[i] == In_source) begin
                    redirection[i] = not_redirected;
                    reg_file[i] = In_data;
                end
            end
        end
    end
endmodule
==> /design/flow/run.sh <==
#!/bin/bash
# OpenROAD 26Q1-2900-gdf79404cd8, Yosys 0.63+post, stock flow scripts
make -C /OpenROAD-flow-scripts/flow DESIGN_CONFIG=/design/flow/config.mk WORK_HOME=/design/flow/orfs finish
==> /design/flow/config.mk <==
export PLATFORM = sky130hd
export DESIGN_NAME = Registers
export DESIGN_NICKNAME = Registers
export VERILOG_FILES = /design/flow/design.v
export SDC_FILE = /design/flow/constraint.sdc
export NUM_CORES = 4
export LEC_CHECK = 1
export CORE_UTILIZATION = 50
==> /design/flow/constraint.sdc <==
current_design Registers

set clk_period 4.1
set clk_io_pct 0.2

create_clock -name clk0 -period $clk_period [get_ports {clock}]

set non_clock_inputs [all_inputs -no_clocks]
set_input_delay [expr $clk_period * $clk_io_pct] -clock clk0 $non_clock_inputs
set_output_delay [expr $clk_period * $clk_io_pct] -clock clk0 [all_outputs]
==> flow_summary.toml <==
# generated from flow reports
[placement]
dp_hpwl_um = 3495
placed_cells = 311
io_buffers = 114
place.gp.congestion = 0.7381

[grt]
grt_pass1_wl_um = 8397
grt_start_max_net_pins = 30
grt_pass1_vias = 1858
grtUsageTotal_pct = 17.30
antenna_found_initial = 0
grt-ovfl-total = 0

[final_timing]
setup_viol = 0
hold_violations = 0
slew_viol_final = 0
hold_ws_ns = 1.020
fin_skew_ns = 0.06298

[route]
drt-initial-drc-count = 77
wire_per_inst_um = 13.52
first_pass_iters = 21
drc_errors = 0
drtAntennaViolNets = 0
routed_wl_um = 5274
vias_per_cell = 4.533
num_vias = 1768
antenna_cells = 0

[worst_setup_path]
cp_cell_sequence = "clkdlybuf4s50_1"
critPathMaxFanout = 1
reg2reg_to = "A_out[2]$_DFFE_NP_"
worst_setup_path_end_kind = "output port"
cp_slowest_stage_delay_ns = 0.46
rr_startpoint = "reg_file[3][2]$_DFFE_PP_"
cp_top_family = "buffers and inverters"
path_buffers = 1
ff2ff_path_depth = 1
critPathKind = "flip-flop to output port"
slowest_stage = "clkdlybuf4s50_1"
required_ns = 3.28
cp.arrival_ns = 3.24
critPathLaunchType = "flip-flop"
cp.depth = 1
cp-startpoint = "B_out[18]$_DFFE_NP_"
rrSetupSlack_ns = 1.14
cp-endpoint = "B_out[18]"

[outcome]
status = "completed"

[clock_network]
clkLatencyLatePin_ns = 0.41
post_cts_buffers = 0
ctsLongestPathBuffers = 2
cts_tree = "yes"
clock_sinks = 101
cts_root_buf = "clkbuf_8"
h-tree-depth = 3
clkSlewWorstSetupHoldPaths_ns = 0.10
cts_made_buffers = 9

[floorplanning]
die_x_um = 84.38
core-area_mm2 = 0.006459
fp_util_pct = 52.54
row_count = 29
die_y_um = 84.38
io_pins = 128
die_area_mm2 = 0.007120

[synth]
synth.distinct_cells = 8
ys_warn_count = 387
avgSynthCellArea_um2 = 19.84
syn_area_mm2 = 0.003393
area_leaders = "edfxtp_1 89%, clkbuf_1 6.0%, mux2_2 3.3%"
synthCells = 171
ys_seq_share_pct = 89.38
ys_cells = 171
ys.flops = 101
ys_chip_area_mm2 = 0.003393
yosysTopAreaCell = "edfxtp_1"
synth_top_area_share_pct = 89.38

[run]
maxCapViolations = 0
warnings = 101

[pwr]
leakage_nw = 2.072
power.total_mw = 2.216
power_density_mw_per_mm2 = 444.6
peakVddDrop_mv = 0.2550

[min_path]
hold_path_class = "input pin to flip-flop"
min_from = "In_data[21]"

[final_layout]
final_layout_top_logic_cells = "101 x edfxtp_1, 100 x clkdlybuf4s50_1, 65 x inv_1, 13 x dlymetal6s2s_1"
final_cell_count_no_fill = 390
layout-drive-gt1-share_pct = 9.904
n_fill_cell = 346
final_util_pct = 77.18
final_common_cell = "edfxtp_1"
area_growth_syn_to_layout_pct = 46.90
per-layer routing:
metal,share of wire (%),global-route usage [%]
met4,1.5,2.928
met5,0,0
met3,12,9.661
met1,38,25.30
met2,48,26.38
metrics by stage:
stage                     worst slack [ns]  instance area, um2  TNS (ns)
after global routing              -0.01714                4985  -0.02372
after global placement              0.1899                4476         0
after detailed placement            0.1508                4476         0
after floorplan                     0.2481                3397         0
after CTS                         0.002129                4952         0
final                              0.04337                4985         0
cell families after synthesis:
kind of cell	Yosys count	share of synthesized area [%]
flip-flops	101	89.38
buffers and inverters	57	6.526
multiplexers	10	3.319
AND/OR/NAND/NOR	2	0.6637
other	1	0.1105
synthesized netlist by cell type, drive strengths merged:
| cell type | n |
|---|---|
| inv | 1 |
| clkbuf | 54 |
| or4b | 1 |
| nor4 | 1 |
| buf | 2 |
| mux2 | 10 |
| conb | 1 |
| edfxtp | 101 |
final cells by class:
| type | instances | area [um2] | share of cell area, % |
|---|---|---|---|
| Clock inverter | 69 | 317.8 | 6.376 |
| Clock buffer | 11 | 162.7 | 3.263 |
| Sequential cell | 101 | 3033 | 60.84 |
| Multi-Input combinational cell | 14 | 151.4 | 3.037 |
| Timing Repair Buffer | 118 | 1224 | 24.55 |
| Tap cell | 77 | 96.34 | 1.933 |
power by group:
part           total (mW)  leakage [nW]  switching, mW  internal, mW
combinational       0.104         0.645         0.0262        0.0779
sequential           1.17         0.959        0.00594          1.16
clock               0.945         0.467          0.467         0.478
flip-flops by register name (all words and copies together) (netlist names):
register,count
B_out,32
reg_file,37
A_out,32
how the worst min path moves through the flow:
stage	to	slack, ns	depth (start not counted)
4_1_cts	reg_file[3][18]$_DFFE_PP_	1.00	1
5_1_grt	reg_file[3][15]$_DFFE_PP_	0.99	1
6_report	reg_file[3][21]$_DFFE_PP_	1.02	1
repair_timing:
item	in CTS	in global routing
endpoints found under the setup margin	0	13
resized	0	13
hold buffers	0	0
endpoints found under the hold margin	0	0
Power is estimated from default activity; no workload was simulated.
