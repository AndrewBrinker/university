[design/flow/design.v]
module alu (
        input  wire [31:0] a,
        input  wire [31:0] b,
        input  wire [2:0]  control,
        output reg  [31:0] result,
        output reg         zero
    );
    parameter ALUlwsw = 3'b010,
              ALUbeq  = 3'b110,
              ALUadd  = 3'b010,
              ALUsub  = 3'b110,
              ALUand  = 3'b000,
              ALUor   = 3'b001,
              ALUslt  = 3'b111,
              ALUx    = 3'b011;
    initial begin
        result <= 0;
    end
    reg sign_mismatch;
    always @* begin
        #1
        sign_mismatch <= 0;
        if ((a != $unsigned(a)) || (b != $unsigned(b))) begin
            sign_mismatch <= 1;
        end
    end
    always @* begin
        case (control)
            ALUadd:  result <= a + b;
            ALUsub:  result <= a - b;
            ALUand:  result <= a && b;
            ALUor:   result <= a || b;
            ALUslt:  result <= a < b ? (1 - sign_mismatch) : (0 + sign_mismatch);
            default: result <= 32'bx;
        endcase
        zero <= result ? 0 : 1;
    end
endmodule
[design/flow/run.sh]
#!/bin/bash
# OpenROAD 26Q1-2900-gdf79404cd8, Yosys 0.63+post, stock flow scripts
make -C /OpenROAD-flow-scripts/flow DESIGN_CONFIG=/design/flow/config.mk WORK_HOME=/design/flow/orfs finish
[design/flow/config.mk]
export PLATFORM = sky130hd
export DESIGN_NAME = alu
export DESIGN_NICKNAME = alu
export VERILOG_FILES = /design/flow/design.v
export SDC_FILE = /design/flow/constraint.sdc
export NUM_CORES = 4
export LEC_CHECK = 1
export CORE_UTILIZATION = 40
[design/flow/constraint.sdc]
current_design alu

set clk_period 21.8
set clk_io_pct 0.2

create_clock -name clk0 -period $clk_period

set non_clock_inputs [all_inputs -no_clocks]
set_input_delay [expr $clk_period * $clk_io_pct] -clock clk0 $non_clock_inputs
set_output_delay [expr $clk_period * $clk_io_pct] -clock clk0 [all_outputs]
==> run notes <==
In the finished design, the share of the clock period the worst path needs comes to 61.24%. The total setup violations reported at the end of the flow is 0. With the final weighted congestion in routability-driven placement at 0.9733, the layout cell share with drive strength beyond 1 is 5.610%. Entering global routing, the biggest net connects 31 pins. Measured along the x axis, the die boundary spans 105.8 um. For the proportion of synthesized chip area in sequential cells, the log shows 0%. The final number of max-transition violations was 0; the final-layout clock buffer total was 0.

The number of iterations in the first detailed-routing pass came out at 5. Counting distinct cell types in the post-synthesis netlist gives 85. At the pin with the least slew margin, the transition time is 768.5 ps.

Setup repair after global routing left no endpoint under its margin. The run gives 2.174 nW as the leakage power. The report counts max-capacitance violations totalling 0. In this run, post-CTS hold repair placed 0 buffers.

The average wire length per cell after detail routing is 19.77 um, and the area of the synthesized netlist per yosys stat is 0.004308 mm2. The floorplan has 37 rows. The area growth from synthesis to layout was 24.19%; the quantity of gates resized following cts was 0. Data required time at the worst endpoint: 17440 ps. The count of input and output buffers was 100; the count of routing violations after the opening detailed-route iteration was 405. Adding up every negative setup slack in the final design gives 0 ps. For this design, Yosys synthesis ends with a cell count of 646. Total routed wirelength: 16.78 mm. The flow ran to the end, and the final reports show no timing, DRC or antenna violations. For this run, the total global-route usage over all layers was measured as 30.39%.

The run gives 4833 as the number of global-route vias before repair. Wire length of the first global-routing pass: 26.43 mm. The final antenna diode tally reported by the flow is 0. For the post-synthesis cell count, the log shows 646. At the floorplan stage, the core utilization is reported as 41.54%. The logs give a warning total of 63. The run gives 13350 ps for the shortest clock period the worst path allows after layout.

The overflow left after global routing was 0. The number of buffers inserted to repair setup after CTS was 0. The final route contains 5278 vias. Static timing analysis puts the maximum clock frequency at 0.07490 GHz. In the finished design the tool counted flip-flops and latches totalling 0.

Per the post-route antenna check, the number of violating nets is 0. The worst setup path is launched from a primary input. The mapped netlist covers 0.004308 mm2. The number of antenna violations at the first check in global routing is 0. Dividing total power by cell area gives a power density of 31.27 mW/mm2. Per the final timing report, the hold violations number 0. Data on the critical path arrives at its endpoint at 8990 ps.

The floorplan step set the die height to 105.8 um. With the overall power at 0.1673 mW, the area of all placed cells without fillers is 0.005350 mm2. For the area of the chip, the log shows 0.01119 mm2. The run gives 13.80 mm for the detailed placer's ending HPWL.

In the layout the commonest cells are sky130_fd_sc_hd__clkdlybuf4s50_1, sky130_fd_sc_hd__a21oi_1, sky130_fd_sc_hd__inv_1. Looking at the critical path, the highest net fanout was 4. Registers take 0 um2.

Per the post-synthesis stats, the area per cell is 6.669 um2. The capturing instance or port of the critical path is zero. 100 I/O pins were placed. The worst-case max-slew headroom was logged as 48.29%.

Counting only logic cells after layout, the most numerous master is sky130_fd_sc_hd__clkdlybuf4s50_1. According to the hold report, the worst path is of the primary input to output pin type. In the routed layout, each cell is associated on average with a via count of 6.217. The launch point of the critical path is a[0].

The number of remaining DRC errors is 0. The worst setup path is captured at an output pin. The run gives 0.01037 mm2 as the core area. For the count of yosys warnings during synthesis, the log shows 1. Detailed placement reports a standard cell area of 0.005350 mm2.

Across the VDD grid, the largest voltage drop is 0.00001956 V. The classification of the worst setup path was primary input to output pin.
-- layer usage --
metal	part of all wire, %	track usage, %	vias up	routed length, um
met1	46	45.72	2423	7750
met3	8.5	4.732	26	1433
met5	0	0	-	0
li1	-	-	2565	-
met4	2.2	5.754	0	370
met2	43	45.80	264	7228
-- worst min path at each step --
stage          start        end  slack, ps  cells after the start
4_1_cts   control[0]  result[0]      10060                      6
5_1_grt   control[0]  result[0]      10130                      6
6_report  control[0]  result[0]      10040                      6
-- power breakdown --
part	switching [mW]	internal [mW]	total (mW)
clock network	0	0	0
registers	0	0	0
logic	0.0911	0.0762	0.167
-- cells in the mapped netlist (8+ instances only) --
master	count	share of area [%]
sky130_fd_sc_hd__a21o_1	13	2.3
sky130_fd_sc_hd__nor2_1	50	4.4
sky130_fd_sc_hd__nor3_1	28	3.3
sky130_fd_sc_hd__inv_1	66	5.8
sky130_fd_sc_hd__a31oi_1	9	1.3
sky130_fd_sc_hd__xnor2_1	13	2.6
sky130_fd_sc_hd__nand2b_1	12	1.7
sky130_fd_sc_hd__nor4_1	22	3.2
sky130_fd_sc_hd__o211ai_1	8	1.4
sky130_fd_sc_hd__o31ai_1	8	1.4
sky130_fd_sc_hd__a211oi_1	11	1.9
sky130_fd_sc_hd__a21oi_1	80	9.3
sky130_fd_sc_hd__nand2_1	31	2.7
sky130_fd_sc_hd__clkbuf_1	24	2.1
sky130_fd_sc_hd__nand4_1	9	1.3
sky130_fd_sc_hd__o21a_1	8	1.4
sky130_fd_sc_hd__ha_1	63	18
sky130_fd_sc_hd__nand3_1	13	1.5
sky130_fd_sc_hd__o21ai_0	36	4.2
sky130_fd_sc_hd__a221oi_1	11	2.2
-- logic make-up after synthesis --
| logic type | count (synthesis) | share of synthesized area (%) |
|---|---|---|
| AND-OR/OR-AND | 260 | 43.25 |
| XOR/XNOR | 14 | 2.846 |
| adder cells (fa/ha/maj) | 65 | 19.23 |
| buffers and inverters | 104 | 9.875 |
| AND/OR/NAND/NOR | 203 | 24.80 |
-- critical path: stages --
cell	delay (ps)
sky130_fd_sc_hd__clkdlybuf4s50_1	530
sky130_fd_sc_hd__inv_1	60
sky130_fd_sc_hd__ha_1	220
sky130_fd_sc_hd__fa_1	400
sky130_fd_sc_hd__and2b_1	240
sky130_fd_sc_hd__o2111ai_2	170
sky130_fd_sc_hd__a211o_1	350
sky130_fd_sc_hd__o211a_1	280
sky130_fd_sc_hd__o21a_1	230
sky130_fd_sc_hd__a221oi_1	280
sky130_fd_sc_hd__a21oi_1	110
sky130_fd_sc_hd__nor4_1	520
sky130_fd_sc_hd__and4b_1	330
sky130_fd_sc_hd__nand4b_1	170
sky130_fd_sc_hd__nor4_2	250
sky130_fd_sc_hd__clkdlybuf4s50_1	490
-- through the flow --
| stage | cells | util [%] | hold slack [ps] | worst slack, ps |
|---|---|---|---|---|
| floorplan | 646 | - | 8917 | 10210 |
| global placement | 849 | 51.59 | 10040 | 8380 |
| detailed placement | 849 | 51.59 | 10060 | 8475 |
| CTS | 849 | 51.59 | 10060 | 8445 |
| global route | 849 | 51.59 | 10130 | 8158 |
| finish | 849 | 51.59 | 10040 | 8449 |
-- area by class of cell --
class	instances	area, um2
fillers	1030	5020
inverters	67	251.5
multi-input cells	542	3897
well taps	136	170.2
repair buffers	104	1031
Power figures rest on the tool's default switching activity, not on a simulated workload.
