## design.v

```verilog
module incrementer (
        input  wire [31:0] pcin,
        output wire [31:0] pcout
    );
    assign pcout = pcin + 1;
endmodule
```

## run.sh

```bash
#!/bin/bash
# OpenROAD 26Q1-2900-gdf79404cd8, Yosys 0.63+post, stock flow scripts
make -C /OpenROAD-flow-scripts/flow DESIGN_CONFIG=/design/flow/config.mk WORK_HOME=/design/flow/orfs finish
```

## config.mk

```make
export PLATFORM = sky130hd
export DESIGN_NAME = incrementer
export DESIGN_NICKNAME = incrementer
export VERILOG_FILES = /design/flow/design.v
export SDC_FILE = /design/flow/constraint.sdc
export NUM_CORES = 4
export LEC_CHECK = 1
export CORE_AREA = 10 10 70 70
export DIE_AREA = 0 0 80 80
```

## constraint.sdc

```tcl
current_design incrementer

set clk_period 10.3
set clk_io_pct 0.2

create_clock -name clk0 -period $clk_period

set non_clock_inputs [all_inputs -no_clocks]
set_input_delay [expr $clk_period * $clk_io_pct] -clock clk0 $non_clock_inputs
set_output_delay [expr $clk_period * $clk_io_pct] -clock clk0 [all_outputs]
```

==> run_results.csv <==
group,metric,value,unit
routing,wl_met1,1090,um
cells_and_area,drive_gt1_frac,0.0513,
logic_synthesis,syn_area,684,um^2
run_status,status,"completed",
floorplanning,core-area,3420,um^2
floorplanning,pin_count,64,
worst_hold_path,hold_class,"in2out",
logic_synthesis,mux_share,0,
routing,avgRoutedWirePerCell,13.3,um
timing,holdWs,5.07,ns
routing,drt-pass1-iter-count,3,
worst_setup_path,path_max_fanout,8,
routing,drc,0,
timing,slew_headroom,0.679,
floorplanning,fp-row-count,21,
worst_setup_path,cp.required,8.24,ns
timing,fin_crit_sh,0.621,
placement,hpwl,2360,um
logic_synthesis,netlist_instances,96,
floorplanning,die_w,80,um
flow_run,openroad.warnings,32,
global_route,grt-ovfl-total,0,
worst_setup_path,cp-end-kind,"output port",
global_route,grt_max_degree,12,
logic_synthesis,compound_area_frac,0,
placement,port_buffers,64,
cells_and_area,final_util,0.398,
logic_synthesis,top_logic_kind,"simple AND/OR/NAND/NOR gates",
floorplanning,dieArea,6400,um^2
timing,finalSetupViolCount,0,
routing,dr.max_layer_used,"met3",
global_route,grt_pass1_wl,4290,um
floorplanning,fp_util,0.200,
timing,maxSlewViolCount,0,
cells_and_area,comb_area,647,um^2
logic_synthesis,simple_gate_share,0.543,
power_and_ir_drop,p_leak,0.000476,uW
clocking,cts_hold_buf,0,
cells_and_area,regArea,0,um^2
placement,gp_congestion,0.751,
cells_and_area,final_common_cell,"clkdlybuf4s50_1",
timing,hold_violations,0,
global_route,antenna_found_initial,0,
global_route,first_global_vias,919,
clocking,post_cts_buffers,0,
logic_synthesis,synth_seq_share,0,
power_and_ir_drop,powerDensity,28.9,nW/um^2
routing,met2_length,1330,um
routing,drt_iter0_drc,23,
cells_and_area,layout_top_cells,"clkdlybuf4s50_1 (64), xor2_1 (19), xnor2_1 (11)",
routing,vias,871,
worst_setup_path,path_class,"in2out",
cells_and_area,seq_cells,0,
logic_synthesis,ys_types,20,
routing,via_per_inst,4.31,
timing,max_freq,0.156,GHz
timing,rsz0062_at_grt,"no",
routing,met3RoutedLength,266,um
flow_run,cap_violations,0,
cells_and_area,clkbuf_count,0,
timing,setup_tns,0,ns
logic_synthesis,adder_share,0.0183,
timing,tightest_slew,0.480,ns
global_route,grt.total_usage,0.0790,
clocking,cts.repair.resized,0,
worst_setup_path,cp.arrival,4.33,ns
routing,antenna_left,0,
cells_and_area,synthToLayoutAreaGrowth,98.7,%
logic_synthesis,ys_cells,96,
floorplanning,floorplan.die.height,80,um
cells_and_area,nFillCells,343,
logic_synthesis,yosys_warnings,0,
routing,drt_wl_total,2680,um
timing,finalCriticalPeriod,6.39,ns
power_and_ir_drop,ir_worst_vdd,0.0000120,V
logic_synthesis,syn_avg_cell_area,7.13,um^2
logic_synthesis,synth-xor-area-share,0.384,
logic_synthesis,yosys_area,684,um^2
routing,diodes,0,
worst_setup_path,start_kind,"primary input",
## worst paths after layout
check | from | endpoint | slack, ns | depth (start not counted)
min | pcin[29] | pcout[29] | 5.07 | 3
max | pcin[0] | pcout[28] | 3.91 | 7
## critical path, stage by stage
cell,delay [ns]
clkdlybuf4s50_1,0.54
ha_1,0.26
and3_1,0.30
nand3_2,0.21
nor4_1,0.31
xor2_1,0.17
clkdlybuf4s50_1,0.48
## per-layer routing
layer | GRT usage | vias up
met5 | 0 | -
met4 | 0 | 0
met3 | 0.0295 | 0
met2 | 0.141 | 26
met1 | 0.0923 | 377
li1 | - | 468
## synth_stat cells (all sizes together)
master | number | area share
inv | 4 | 0.022
nor3 | 4 | 0.029
nor2 | 4 | 0.022
nand3 | 13 | 0.14
xor2 | 19 | 0.24
buf | 4 | 0.033
nor2b | 1 | 0.0091
nand2 | 10 | 0.059
ha | 1 | 0.018
xnor2 | 11 | 0.14
and3 | 5 | 0.046
nor3b | 1 | 0.011
and4 | 5 | 0.064
nor4 | 10 | 0.13
nand4 | 4 | 0.037
## cell type report
| cell class | instances | area share |
|---|---|---|
| inverter | 4 | 0.0110 |
| tap | 46 | 0.0423 |
| multi-input combinational | 88 | 0.476 |
| timing repair buffer | 64 | 0.471 |
## cells by family (layout without fill, tap and decap cells)
| family | count (synthesis) | after routing |
|---|---|---|
| fa+ha+maj | 1 | 1 |
| xor+xnor | 30 | 30 |
| buf+inv | 8 | 68 |
| simple gates | 57 | 57 |
## metrics by stage
step	setup slack, ns	instance area, um^2	total power (uW)	std cells
2_1_floorplan	5.24	684	7.91	96
3_3_place_gp	3.90	1360	39.9	202
3_5_place_dp	3.89	1360	40.0	202
4_1_cts	3.89	1360	40.3	202
5_1_grt	3.74	1360	42.9	202
6_report	3.91	1360	39.4	202
## power breakdown
group / switching, uW / internal [uW]
Sequential: 0 / 0
Clock: 0 / 0
Combinational: 12.2 / 27.1
Total: 12.2 / 27.1
Power and IR drop assume default switching activity.
