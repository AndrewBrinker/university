==> ./design.v <==
module mux #(
        parameter SIZE = 32
    ) (
        input [SIZE - 1:0] a,
        input [SIZE - 1:0] b,
        input select,
        output wire [SIZE - 1:0] y
    );
    assign y = select ? a : b;
endmodule
module i_writeback (
        input  wire        memtoreg,
        input  wire [31:0] read_data,
                           mem_alu_result,
        output wire [31:0] wb_data
    );
    mux mux4(.a(mem_alu_result),
             .b(read_data),
             .select(memtoreg),
             .y(wb_data));
endmodule
==> ./run.sh <==
#!/bin/bash
# OpenROAD 26Q1-2900-gdf79404cd8, Yosys 0.63+post, stock flow scripts
make -C /OpenROAD-flow-scripts/flow DESIGN_CONFIG=/design/flow/config.mk WORK_HOME=/design/flow/orfs finish
==> ./config.mk <==
export PLATFORM = sky130hd
export DESIGN_NAME = i_writeback
export DESIGN_NICKNAME = i_writeback
export VERILOG_FILES = /design/flow/design.v
export SDC_FILE = /design/flow/constraint.sdc
export NUM_CORES = 4
export LEC_CHECK = 1
export CORE_AREA = 10 10 70 70
export DIE_AREA = 0 0 80 80
==> ./constraint.sdc <==
current_design i_writeback

set clk_period 1.0
set clk_io_pct 0.2

create_clock -name clk0 -period $clk_period

set non_clock_inputs [all_inputs -no_clocks]
set_input_delay [expr $clk_period * $clk_io_pct] -clock clk0 $non_clock_inputs
set_output_delay [expr $clk_period * $clk_io_pct] -clock clk0 [all_outputs]
==> qor.txt <==
Reg power frac = 0%
CP bufs+invs = 2
VDD IR max = 0.189 mV
Final WS setup = -0.182 ns
Clock network power share = 0%
Critical Setup Path Class = in2out
Mapped Cells = 36
Number of clock buffers in the layout = 0
Row Count = 21
Post-route ant nets = 0
Layout cell share with drive strength beyond 1 = 52.6%
DRT Wirelength = 2700 um
IO buf count = 97
DRT iter0 DRCs = 1
Stage-log warning count = 34
Endpoints failing setup = 32
DR pass1 iterations = 2
WL per Instance = 14.9 um
Routability congestion estimate = 0.756
DRC = 0
Syn_area_per_cell = 15.1 um2
Fin Setup TNS = -2.96 ns
Max-slew headroom = 92.6%
Largest net degree at the start of global routing = 12
Internal = 0.452 mW
Yosys Chip Area = 544 um2
DP Worst Slack = -0.503 ns
Seq cells = 0
Total congestion overflow = 0
Number of max-cap violations = 0
Floorplan Utilization = 15.9%
Top delay family on crit path = buffers and inverters
Crit path max fanout = 1
Endpoint class of the critical path = primary output
Unrepaired setup endpoints after global routing = true
P_sw = 0.125 mW
Hold Path Depth = 3
Crit path required time = 0.80 ns
Worst-margin pin slew = 0.110 ns
Critical Path Source = mem_alu_result[30]
ANT cells = 0
Critical Path Stages = 3
Reg area = 0 um2
Leakage = 0.837 nW
Cell Chain, Critical Path = clkdlybuf4s50_1 > mux2_2 > buf_2
All-layer global routing usage = 7.41%
Seq share, synth = 0%
Number of global-route vias before repair = 704
IO Pins = 97
Core ar. = 3420 um2
Final min period = 1.18 ns
Vias = 678
Setup crit start kind = input pin
Global-route wire length before repair = 3870 um
Final Hold Violation Tally = 0
Cell variety after synth = 4
Synth Cell Area = 544 um2
Die Width = 80 um
Final Slew Violations = 0
CP max stage delay = 0.41 ns
Max stage delay cell, worst path = clkdlybuf4s50_1
Vert. Die Dim = 80 um
# Cells Yosys = 36
Post-DP HPWL = 2410 um
Worst Hold Class = in2out
Combinational Power Share = 100.0%
Power density cells = 383 nW/um2
Status = finished with violations
Mean number of vias per cell = 3.75
Failing checks = setup timing
Post-layout period usage = 118%
Switch share = 21.7%
Critical path arrival = 0.98 ns
Layout area overhead = 177%
Initial antenna violation count = 0
F_max = 846 MHz
Chip area = 6400 um2
Ys Warns = 0
CP Capture Point = wb_data[30]
Overall Power = 0.577 mW
## worst min-delay path by stage
stage,from,to,slack [ns]
4_1_cts,read_data[27],wb_data[27],0.80
5_1_grt,mem_alu_result[29],wb_data[29],0.71
6_report,mem_alu_result[10],wb_data[10],0.70
## synthesized netlist by cell type, drive strengths merged
cell	instances	area share, %
mux2	32	87
buf	4	13
## cell families (layout without fill, tap and decap cells)
family	count (synthesis)	after routing	share of synthesized area (%)
muxes	32	32	86.9
buffers and inverters	4	103	13.1
## layer usage
layer / global-route usage (%) / wire, um / share of wire [%]
met1: 8.31 / 1040 / 39
met2: 13.4 / 1340 / 50
met3: 3.18 / 315 / 12
met4: 0 / 0 / 0
met5: 0 / 0 / 0
## cell type report
class | count | area [um2]
multi-input combinational | 32 | 477
timing repair buffer | 103 | 971
tap | 46 | 57.6
fill | 360 | 1910
## power by group through the flow
stage                 clock network (mW)  registers, mW  logic (mW)
final                                  0              0       0.577
after global routing                   0              0       0.620
after CTS                              0              0       0.574
## tightest hold or removal path, delay by kind of cell
kind	cells	cell delay, ns
muxes	1	0.14
buffers and inverters	2	0.16
## layout by cell type, fill, tap and decap left out
| cell type | Yosys | final |
|---|---|---|
| dlygate4sd2_1 | 0 | 53 |
| mux2_4 | 30 | 31 |
| buf_6 | 1 | 19 |
| buf_2 | 0 | 15 |
| clkdlybuf4s50_1 | 0 | 7 |
| dlymetal6s2s_1 | 0 | 4 |
| buf_12 | 3 | 2 |
| buf_8 | 0 | 2 |
| mux2_2 | 2 | 1 |
| buf_16 | 0 | 1 |
## stage by stage
| stage | cell area (um2) | utilization (%) | hold slack (ns) | cells |
|---|---|---|---|---|
| after floorplan | 544 | - | 0.498 | 36 |
| after detailed placement | 1520 | 44.6 | 1.36 | 177 |
| after global placement | 1520 | 44.6 | 1.35 | 177 |
| after CTS | 1470 | 42.9 | 0.798 | 181 |
| after global routing | 1510 | 44.1 | 0.710 | 181 |
| final | 1510 | 44.1 | 0.701 | 181 |
## timing repair
item,CTS,global route
cloned,1,0
setup buffers,3,0
resized,173,9
endpoints found under the setup margin,32,32
hold buffers,0,0
No activity file was given, so power comes from the tool's default toggle rates.
