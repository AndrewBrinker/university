==> /design/flow/design.v <==
module adder (
        input   wire [31:0] add_in1,
        input   wire [31:0] add_in2,
        output  wire [31:0] add_out
    );
    assign add_out = add_in1 + add_in2;
endmodule
==> /design/flow/run.sh <==
#!/bin/bash
# OpenROAD 26Q1-2900-gdf79404cd8, Yosys 0.63+post, stock flow scripts
make -C /OpenROAD-flow-scripts/flow DESIGN_CONFIG=/design/flow/config.mk WORK_HOME=/design/flow/orfs finish
==> /design/flow/config.mk <==
export PLATFORM = sky130hd
export DESIGN_NAME = adder
export DESIGN_NICKNAME = adder
export VERILOG_FILES = /design/flow/design.v
export SDC_FILE = /design/flow/constraint.sdc
export NUM_CORES = 4
export LEC_CHECK = 1
export CORE_AREA = 10 10 107 107
export DIE_AREA = 0 0 117 117
==> /design/flow/constraint.sdc <==
current_design adder

set clk_period 24.1
set clk_io_pct 0.2

create_clock -name clk0 -period $clk_period

set non_clock_inputs [all_inputs -no_clocks]
set_input_delay [expr $clk_period * $clk_io_pct] -clock clk0 $non_clock_inputs
set_output_delay [expr $clk_period * $clk_io_pct] -clock clk0 [all_outputs]
==> run_results.csv <==
group,metric,value,unit
worst_setup_path,critPathTopFamily,"AND-OR/OR-AND gates",
floorplan,die_w,117,µm
yosys,yosys.area.top_type_share,22.2,%
final_timing,setup_violations,0,
run_status,outcome,"completed",
finish,nFillCells,993,
worst_setup_path,start_kind,"input port",
routing,routedWlPerCell,14.5,µm
routing,wirelength,6.35,mm
min_path,hold_depth,3,
worst_setup_path,endpoint_kind,"output port",
place,dp.cells,437,
clocking,post_cts_buffers,0,
final_timing,rsz0062_at_grt,"no",
place,io_buffers,96,
worst_setup_path,crit_top_cell,"clkdlybuf4s50_1",
routing,ant_nets,0,
job,warnings,32,
yosys,yosysWarningCount,0,
global_routing,antenna_found_initial,0,
yosys,yosys.area.top_type,"ha_1",
worst_setup_path,cp_num_buf_inv,2,
floorplan,rows,35,
min_path,holdPathEnd,"add_out[0]",
yosys,top_cells_by_count,"ha_1, a21oi_1, a21o_1",
yosys,seq_area_frac_synth,0,%
worst_setup_path,path_class,"in -> out",
global_routing,grt_pass1_wl,10.1,mm
global_routing,globalRouteTotalUtil,8.88,%
worst_setup_path,crit_chain,"clkdlybuf4s50_1, ha_1, fa_1, a21o_1, a31o_2, nand3_1, o221ai_1, a311oi_1, o21bai_1, xor2_1, clkdlybuf4s50_1",
yosys,synth.area.top_cells,"ha_1, a21oi_1, a21o_1",
global_routing,grt_max_degree,11,
final_timing,post-route-period-util,52.5,%
finish,drive_gt1_share,3.07,%
floorplan,ios,96,
worst_setup_path,arrival,7820,ps
final_timing,finalMaxSlewViolations,0,
floorplan,fp_util,19.0,%
final_timing,period_needed,12640,ps
routing,drt-initial-drc-count,81,
floorplan,core,9200,µm²
global_routing,overflow,0,
final_timing,tns,0,ps
global_routing,grt_pass1_vias,2099,
finish,seq_cells,0,
place,routabilityCongestion,0.828,
job,cap_violations,0,
clocking,holdBufCountCts,0,
routing,drc,0,
power,power_density,29.1,nW/µm²
yosys,synth_area,1740,µm²
floorplan,chip_area,13700,µm²
yosys,synth.distinct_cells,50,
final_timing,worst_pin_slew,557,ps
power,power.leakage,1.18,nW
routing,via_per_inst,4.86,
floorplan,die_y,117,µm
yosys,yosys_area,1740,µm²
yosys,yosys_cells,241,
clocking,cts_resized,0,
routing,dr_total_vias,2125,
worst_setup_path,cp.depth,11,
place,place_hpwl,5.59,mm
finish,stdcell_count,437,
yosys,avgSynthCellArea,7.24,µm²
final_timing,fmax,79.1,MHz
routing,diodes,0,
min_path,holdCritStartpoint,"add_in2[0]",
final_timing,relSlewSlack,61.9,%
finish,syn_to_final_growth,60.5,%
yosys,synth_cells,241,
finish,clock_buffers,0,
final_timing,hold_viol,0,
finish,seq_area,0,µm²
routing,detailedRoute.firstPassIterationCount,4,
worst_setup_path,cpMaxStageDelayCell,"clkdlybuf4s50_1",
worst_setup_path,worstPathRequired,19280,ps
power,ir_drop,0.0146,mV
worst_setup_path,slowest_delay,500,ps
worst_setup_path,crit_fanout,4,
yosys,most_common_cell,"ha_1",
min_path,hold_path.class,"in -> out",
stage by stage:
step / cell area, µm² / setup WS [ps] / utilization [%] / power [mW] / hold WS (ps)
after detailed placement: 2800 / 11450 / 30.4 / 0.0820 / 10680
after global placement: 2800 / 11480 / 30.4 / 0.0822 / 10670
after floorplan: 1740 / 12630 / - / 0.0385 / 9710
after global routing: 2800 / 11290 / 30.4 / 0.0906 / 10710
after CTS: 2800 / 11440 / 30.4 / 0.0827 / 10680
final: 2800 / 11460 / 30.4 / 0.0815 / 10670
logic make-up after synthesis:
logic type,synth area share [%]
AND-OR/OR-AND,39.3
XOR/XNOR,14.1
adder cells (fa/ha/maj),23.4
buffers and inverters,3.80
multiplexers,1.15
AND/OR/NAND/NOR,18.3
layer usage:
layer | global-route usage, % | vias up | wire length, µm
met3 | 2.89 | 0 | 696
met4 | 0 | 0 | 0
met1 | 11.2 | 961 | 2790
met2 | 15.3 | 66 | 2860
li1 | - | 1098 | -
met5 | 0 | - | 0
tightest hold or removal path: cells and delay by family:
family,cells,cell delay [ps]
buffers and inverters,2,920
adders and majority gates,1,110
layout make-up:
cell class	instances	area (µm²)	area share [%]
multi-input cells	224	1680	59.9
repair buffers	96	961	34.3
well taps	111	139	4.96
inverters	6	22.5	0.804
cells in the final DEF, fill, tap and decap left out, types with 2 or more instances in the layout:
cell             synthesis  final
ha_1                    31     31
nand4_1                  8      8
xor2_1                  15     15
a21oi_1                 29     29
o21ai_0                 13     13
inv_1                    6      6
o21a_1                   2      2
nand2_1                 18     18
a311oi_1                 2      2
o21bai_1                 4      4
xnor2_1                 13     13
clkdlybuf4s50_1          0     96
a211oi_1                 3      3
o221ai_1                 2      2
a21o_1                  19     19
o211ai_1                 3      3
a31oi_1                  3      3
mux2i_1                  2      2
nand2b_1                 2      2
or2_2                    3      3
o311ai_1                 2      2
nand3_1                 10     10
nor2_1                  12     12
nor3_1                   4      4
where the power goes:
| group | leakage [nW] | internal (mW) | switching (mW) |
|---|---|---|---|
| combinational | 1.18 | 0.0484 | 0.0331 |
| sequential | 0 | 0 | 0 |
| clock | 0 | 0 | 0 |
worst max path at each step:
stage,from,endpoint,slack (ps)
CTS,add_in1[0],add_out[26],11440
global route,add_in2[0],add_out[26],11290
finish,add_in1[0],add_out[26],11460
Power is estimated from default activity; no workload was simulated.
